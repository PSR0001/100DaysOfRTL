$ cat /design/flow/design.v
`timescale 1ns / 1ps
module modMcounter
#(parameter M=5,N=8)
(
    input wire clk,reset,
    output wire [N-1:0] count,
    output wire complete_tick
);
reg [N-1:0] count_reg;
wire [N-1:0] count_next;
always @ (posedge clk) begin
    if(reset)
        count_reg = 0;
    else
        count_reg = count_next;
end
assign count_next = (count_reg == M-1)? 0 : count_reg + 1;
assign complete_tick = (count_reg == M-1)? 1 : 0;
assign count = count_reg;
endmodule
$ cat /design/flow/run.sh
#!/bin/bash
# OpenROAD 26Q1-2900-gdf79404cd8, Yosys 0.63+post, stock flow scripts
make -C /OpenROAD-flow-scripts/flow DESIGN_CONFIG=/design/flow/config.mk WORK_HOME=/design/flow/orfs finish
$ cat /design/flow/config.mk
export PLATFORM = sky130hd
export DESIGN_NAME = modMcounter
export DESIGN_NICKNAME = modMcounter
export VERILOG_FILES = /design/flow/design.v
export SDC_FILE = /design/flow/constraint.sdc
export NUM_CORES = 4
export LEC_CHECK = 1
export CORE_AREA = 10 10 70 70
export DIE_AREA = 0 0 80 80
$ cat /design/flow/constraint.sdc
current_design modMcounter

set clk_period 2.5
set clk_io_pct 0.2

create_clock -name clk0 -period $clk_period [get_ports {clk}]

set non_clock_inputs [all_inputs -no_clocks]
set_input_delay [expr $clk_period * $clk_io_pct] -clock clk0 $non_clock_inputs
set_output_delay [expr $clk_period * $clk_io_pct] -clock clk0 [all_outputs]
==> impl_metrics.csv <==
group,metric,value,unit
detailed_routing,ant_nets,0,
die,io_pins,11,
timing,min_period,2330,ps
detailed_routing,wl_per_cell,8.83,um
logic_synthesis,synth.distinct_cells,17,
die,coreArea,3420,um^2
die,die_w,80,um
placement,gp_congestion,0.775,
worst_hold_path,hold-path-cell-count,1,
setup_path,cp.arrival,1830,ps
logic_synthesis,yosys_cells,42,
die,fp_util,0.108,
clocking,clock_path_buffers,2,
die,fp.dieH,80,um
timing,fin_ws,168,ps
cells_and_area,syn2layout_area_growth,46.8,%
setup_path,worstSetupPathType,"register to primary output",
cells_and_area,final_cell_mix,"clkdlybuf4s50_1 (10), dfxtp_1 (8), nor2_1 (6), inv_1 (4), nand3_1 (4)",
placement,dpl.cell_count,97,
global_routing,grt_usage,0.0274,
power_and_ir_drop,ir_drop,0.000167,V
power_and_ir_drop,p_total,272,uW
power_and_ir_drop,leakage,0.188,nW
logic_synthesis,ys_sh_adder,0.0678,
timing,setup_viol,0,
power_and_ir_drop,swShare,0.237,
global_routing,grt_antenna_before_repair,0,
logic_synthesis,ys_warn_count,1,
timing,skew,5.64,ps
cells_and_area,largest_register_ffs,8,
clocking,clock_sinks,8,
setup_path,reg2regPathDepth,5,
detailed_routing,dr.first_iter.drc_count,19,
clocking,htreeDepth,1,
detailed_routing,drc,0,
cells_and_area,flop_area,160,um^2
detailed_routing,routed_via_density,3.21,
logic_synthesis,ys_area,369,um^2
logic_synthesis,synth_cells,42,
cells_and_area,final-comb-area,186,um^2
logic_synthesis,simple_gate_area_frac,0.251,
logic_synthesis,synthMuxAreaShare,0,
power_and_ir_drop,clockPowerShare,0.356,
global_routing,grt_pass1_wl,1.34,mm
logic_synthesis,aoi_share,0.115,
timing,setup_tns,0,ps
setup_path,cpPeakStageDelay,460,ps
global_routing,grt_max_degree,9,
die,design.die.area,6400,um^2
timing,fin_crit_sh,0.933,
detailed_routing,via_count,321,
timing,final-max-slew-violation-count,0,
timing,worstMarginPinSlew,387,ps
global_routing,grt_pass1_vias,275,
logic_synthesis,xor_area_frac,0.0712,
clocking,cts_hold_buf,0,
timing,slew_headroom,0.738,
power_and_ir_drop,netSwitchingPower,64.6,uW
logic_synthesis,synth_flops,8,
clocking,clk_latency,250,ps
setup_path,cp_slowest_cell,"clkdlybuf4s50_1",
setup_path,cp-end-kind,"primary output",
timing,rsz0062_at_grt,"no",
clocking,clkTransAtPathRegs,50,ps
power_and_ir_drop,seq_power_share,0.524,
worst_hold_path,hold_class,"register to register",
setup_path,startpoint_type,"register",
die,rows,21,
cells_and_area,fin_cells,100,
global_routing,gr-total-overflow,0,
logic_synthesis,netlist_area,369,um^2
detailed_routing,firstDrtPassIters,2,
status,outcome,"completed",
setup_path,cp_cell_sequence,"inv_1 > ha_1 > nor4b_1 > and3_1 > clkdlybuf4s50_1",
cells_and_area,lay_top_count,"clkdlybuf4s50_1",
power_and_ir_drop,power_density,503,nW/um^2
clocking,cts_setup_buffers,0,
power_and_ir_drop,pwr-share-comb,0.120,
clocking,cts_buffers,3,
clocking,cts_root_buffer,"clkbuf_4",
clocking,postCtsResizedCells,0,
placement,port-buffer-count,10,
setup_path,critPathMaxFanout,7,
logic_synthesis,logic_family,"simple AND/OR/NAND/NOR gates",
cells_and_area,fillCellCount,402,
logic_synthesis,postSynthSeqShare,0.434,
timing,finalHoldViolations,0,
job,max_cap_violations,0,
logic_synthesis,synth_area_per_cell,8.79,um^2
setup_path,worstPathRequired,2000,ps
placement,place_ws,429,ps
cells_and_area,utilization,0.159,
timing,max_freq,429,MHz
job,openroad.warnings,26,
detailed_routing,drt_wl_total,883,um
clocking,cts_tree,"built",
power_and_ir_drop,p_int,208,uW
cells_and_area,layout-drive-gt1-share,0.111,
detailed_routing,n_antenna_cell,0,
metrics by stage:
stage               hold slack [ps]  cell area, um^2
floorplan                       452              369
global placement                495              519
detailed placement              501              519
CTS                             513              542
global route                    545              542
finish                          507              542
cells in the mapped netlist (all sizes together):
cell / instances / area [um^2]
dfxtp: 8 / 160
nor2: 6 / 22.5
inv: 4 / 15.0
nand3: 4 / 20.0
a21oi: 3 / 18.8
o21ai: 3 / 15.0
or3: 3 / 18.8
ha: 2 / 25.0
xor2: 2 / 17.5
a31o: 1 / 8.76
and3: 1 / 6.26
buf: 1 / 7.51
nand2: 1 / 3.75
nand4: 1 / 12.5
nor4b: 1 / 8.76
xnor2: 1 / 8.76
layout make-up:
class	instances	share of cell area
sequential	8	0.296
inverter	4	0.0277
timing repair buffer	10	0.185
tap	46	0.106
clock buffer	3	0.0416
multi-input combinational	29	0.344
worst paths after layout:
check / start / endpoint / slack, ps
worst max register to register: count_reg[0] / count_reg[2] / 1070
worst max-delay path: count_reg[0] / complete_tick / 170
worst min-delay path: count_reg[0] / count_reg[0] / 510
worst min register to register: count_reg[0] / count_reg[0] / 510
layer usage:
| layer | track usage | up-vias | routed length (um) |
|---|---|---|---|
| met5 | 0 | - | 0 |
| met1 | 0.0307 | 142 | 407 |
| met2 | 0.0345 | 12 | 318 |
| met4 | 0.00352 | 0 | 0 |
| li1 | - | 167 | - |
| met3 | 0.0307 | 0 | 156 |
critical path: cells and delay by family, from the launching register on:
family                     cells  cell delay (ps)
buffers and inverters          2              540
adders and majority gates      1              130
and+or+nand+nor                2              550
DFF                            1              360
logic make-up after synthesis:
| family | count (synthesis) |
|---|---|
| and+or+nand+nor | 17 |
| AOI/OAI and AO/OA | 7 |
| buffers and inverters | 5 |
| xor gates and xnor gates | 3 |
| adders and majority gates | 2 |
| DFF | 8 |
power groups by stage:
stage	logic (mW)	registers, mW	clock network (mW)
5_1_grt	0.0370	0.144	0.112
6_report	0.0327	0.143	0.0970
4_1_cts	0.0339	0.143	0.100
Power is estimated from default activity; no workload was simulated.
