### /design/flow/config.mk
export PLATFORM = sky130hd
export DESIGN_NAME = serial_to_parallel
export DESIGN_NICKNAME = serial_to_parallel
export VERILOG_FILES = /design/flow/design.v
export SDC_FILE = /design/flow/constraint.sdc
export NUM_CORES = 4
export LEC_CHECK = 1
export CORE_AREA = 10 10 94 94
export DIE_AREA = 0 0 104 104
### /design/flow/constraint.sdc
current_design serial_to_parallel

set clk_period 2.1
set clk_io_pct 0.2

create_clock -name clk0 -period $clk_period [get_ports {clk}]

set non_clock_inputs [all_inputs -no_clocks]
set_input_delay [expr $clk_period * $clk_io_pct] -clock clk0 $non_clock_inputs
set_output_delay [expr $clk_period * $clk_io_pct] -clock clk0 [all_outputs]
### /design/flow/design.v
`timescale 1ns / 1ps
module serial_to_parallel#(parameter N=8)(
    input wire clk,reset,
    input wire data_in,
    output wire full_tick,
    output reg [N-1:0] data_out
    );
reg [N-1:0] count_reg, count_next;
reg [N-1:0] data_reg, data_next;
reg full_reg, full_next;
assign full_tick = full_reg;
always @ (posedge clk, posedge reset) begin
    if(reset) begin
        full_reg <= 0;
        data_reg <= 0;
        count_reg <= 0;
    end
    else begin
        full_reg <= full_next;
        data_reg <= data_next;
        count_reg <= count_next;
    end
end
always @* begin
    count_next = count_reg;
    data_next = data_reg;
    full_next = full_reg;
    data_next[count_reg] = data_in;
    if(count_reg == N-1) begin
        full_next = 1;
        count_next = 0;
        data_out = data_reg;
    end else begin
        count_next = count_reg + 1;
        full_next = 0;
    end
end
endmodule
### /design/flow/run.sh
#!/bin/bash
# OpenROAD 26Q1-2900-gdf79404cd8, Yosys 0.63+post, stock flow scripts
make -C /OpenROAD-flow-scripts/flow DESIGN_CONFIG=/design/flow/config.mk WORK_HOME=/design/flow/orfs finish
==> Changelog: implementation <==
## Flow update

- Status: finished, final reports clean
- Reg area: 546 µm²
- CTS Buffer Depth: 2
- PwrDens: 468 nW/µm²
- Delay-heaviest family, CP: XOR/XNOR gates
- RSZ-0062 raised after global routing: no
- GRT Resource Usage Total: 3.62%
- Tool warning count: 26
- Worst Hold Class: primary input to asynchronous set/reset pin
- Syn avg cell area: 11.6 µm²
- Worst-path cell chain: inv_1 -> ha_1 -> nor3b_1 -> xnor2_1 -> nand4_1 -> mux2_1
- Post-CTS resize count: 0
- Vias in the first global route: 704
- DRT antenna net count: 0
- Hold slack: 0.483 ns
- M2 GR Usage: 5.68%
- M1 GR Usage: 4.79%
- Placed cells: 199
- Max FO, Critical Path: 7
- Initial antenna violation count: 0
- WP buf/inv: 1
- Post-DR wirelength/cell: 9.37 µm
- Most frequent logic cells in the routed design: 17 x dfrtp_1, 11 x clkdlybuf4s50_1, 8 x nand3_1, 8 x dlxtp_1
- Number of unconstrained endpoints: 16
- Yosys Instances: 88
- Combinational Area: 440 µm²
- Total stage count of the critical path: 6
- Die span in y: 104 µm
- Crit path DAT: 1.94 ns
- Initial drt markers: 51
- Initial DRT Pass Iterations: 4
- Main flop type: dfrtp_1
- Worst path required time: 2.23 ns
- Seq cells post-synth: 25
- Max-cap violations: 0
- Number of fill cells in the layout: 758
- Slew margin rel.: 66.6%
- N_diodes: 0
- R2R setup slack: 0.28 ns
- Slew Limit Fails: 0
- Layout cells sized above 1: 17.8%
- Row count: 30
- Clk latency late pin: 0.25 ns
- Io pins: 12
- Yosys cell types: 30
- Hold Vio Cnt, Final: 0
- Fin cells: 203
- Cell area after synthesis: 1020 µm²
- Die W: 104 µm
- Port bufs: 11
- Reg clk slew, reported paths: 0.06 ns
- Via/cell ratio: 3.44
- Post-CTS Setup Inserts: 0
- # DRC: 0
- Synth warnings: 1
- VDD IR-drop max: 0.243 mV
- Gr ovfl total: 0
- Crit start category: flip-flop
- CP max-delay cell: xnor2_1
- DPL Wire Length: 1460 µm
- Final setup viols: 0
- Starting Density: 14.9%
- Register pins left without a clock: 8
- Hold buffers post-CTS: 0
- EDFF count, synth: 0
- FFs w/ async S/R, synth: 68.0%
- Clk_skew: 0.00175 ns
- Worst setup path category: flip-flop to flip-flop
- Worst-case reg-to-reg path depth: 6
- Static leakage: 0.562 nW
- FMAX: 0.551 GHz
- Via Count: 699
- Largest net degree at the start of global routing: 18
- Slew @ Worst Pin: 0.497 ns
- DIE AREA: 10800 µm²
- Top cell excl fill/tap: dfrtp_1
- CTS tree: done
- Number of CTS-inserted buffers: 3
- RD Place Congestion: 0.811
- GRT busiest layer: met2
- H-tree depth: 1
- Fin crit period: 1.82 ns
- Placeable Area: 6830 µm²
- Area Growth Syn to Fin: 30.3%
- Final Worst Setup Slack: 0.285 ns
- Place WS: 0.317 ns
- TNS Setup: 0 ns
- Clk root buf: clkbuf_8
- Met3 Use GR: 1.38%
- Worst Setup End Kind: flip-flop
- Post-synth area from yosys stat: 1020 µm²
- Crit-path max cell delay: 0.43 ns
- Global-route wire length before repair: 3410 µm
- Final period util: 86.4%
- Final wirelength: 1900 µm
- Cells after Synth: 88
[power by group]
| part | leakage, nW | switching (mW) | internal, mW |
|---|---|---|---|
| Combinational | 0.261 | 0.0113 | 0.0219 |
| Sequential | 0.278 | 0.00505 | 0.345 |
| Clock | 0.0228 | 0.103 | 0.134 |
[cell families (layout without fill, tap and decap cells)]
family,Yosys count,in the layout,share of synthesized area [%]
adder cells (fa/ha/maj),2,2,2.46
flip-flops,17,17,41.8
latches,8,8,11.8
XOR/XNOR,9,9,7.75
buffers and inverters,6,25,3.07
AND-OR/OR-AND,3,3,3.20
AND/OR/NAND/NOR,34,34,19.9
multiplexers,9,9,9.96
[per-stage QoR]
step	area, µm²	util (%)	total power, mW
after floorplan	1020	-	0.364
after global placement	1280	18.7	0.391
after detailed placement	1280	18.7	0.391
after CTS	1330	19.4	0.635
after global routing	1330	19.4	0.654
final	1330	19.4	0.620
[cells in the mapped netlist, drive strengths merged, types with 3 or more instances]
library cell | count | area [µm²]
xnor2 | 7 | 61.3
inv | 3 | 11.3
nand4 | 3 | 18.8
mux2 | 9 | 101
dfrtp | 17 | 425
dlxtp | 8 | 120
nor2 | 6 | 22.5
nor3 | 3 | 20.0
and3 | 3 | 20.0
nand3 | 8 | 40.0
[final timing paths]
check,start,to
max,count_reg[0]$_DFF_PP0_,data_reg[2]$_DFF_PP0_
min,reset,count_reg[3]$_DFF_PP0_
max reg2reg,count_reg[0]$_DFF_PP0_,data_reg[2]$_DFF_PP0_
min reg2reg,data_reg[0]$_DFF_PP0_,data_reg[0]$_DFF_PP0_
max in group asynchronous,reset,data_reg[0]$_DFF_PP0_
min in group clk0,data_reg[0]$_DFF_PP0_,data_reg[0]$_DFF_PP0_
[worst register-to-register path, stage by stage, from the launching register on]
cell and delay (ns):
dfrtp_1 0.34, inv_1 0.06, ha_1 0.20, nor3b_1 0.14, xnor2_1 0.43, nand4_1 0.18
mux2_1 0.34
[metal layers]
layer	wire length, µm	part of all wire, %
met5	0	0
met4	21	1.1
met3	119	6.3
met2	828	44
met1	933	49
[final cells by class]
type / count / share of cell area, %
well taps: 96 / 9.07
repair buffers: 18 / 12.3
inverters: 3 / 0.850
multi-input cells: 57 / 33.2
clock buffers: 4 / 3.40
flip-flops and latches: 25 / 41.2
No activity file was given, so power comes from the tool's default toggle rates.
