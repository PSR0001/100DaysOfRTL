===== flow/config.mk =====
export PLATFORM = sky130hd
export DESIGN_NAME = ALU
export DESIGN_NICKNAME = ALU
export VERILOG_FILES = /design/flow/design.v
export SDC_FILE = /design/flow/constraint.sdc
export NUM_CORES = 4
export LEC_CHECK = 1
export CORE_UTILIZATION = 50

===== flow/constraint.sdc =====
current_design ALU

set clk_period 16.6
set clk_io_pct 0.2

create_clock -name clk0 -period $clk_period

set non_clock_inputs [all_inputs -no_clocks]
set_input_delay [expr $clk_period * $clk_io_pct] -clock clk0 $non_clock_inputs
set_output_delay [expr $clk_period * $clk_io_pct] -clock clk0 [all_outputs]

===== flow/design.v =====
`timescale 1ns / 1ps
module ALU(
           input [7:0] A,B,   
           input [3:0] ALU_Sel, 
           output [7:0] ALU_Out,  
           output CarryOut  
    );
    reg [7:0] ALU_Result;
    wire [8:0] tmp;
    assign ALU_Out = ALU_Result;  
    assign tmp = {1'b0,A} + {1'b0,B};
    assign CarryOut = tmp[8];  
    always @(*)
    begin
        case(ALU_Sel)
        4'b0000:  
           ALU_Result = A + B ; 
        4'b0001:  
           ALU_Result = A - B ;
        4'b0010:  
           ALU_Result = A * B;
        4'b0011:  
           ALU_Result = A/B;
        4'b0100:  
           ALU_Result = A<<1;
         4'b0101:  
           ALU_Result = A>>1;
         4'b0110:  
           ALU_Result = {A[6:0],A[7]};
         4'b0111:  
           ALU_Result = {A[0],A[7:1]};
          4'b1000:  
           ALU_Result = A & B;
          4'b1001:  
           ALU_Result = A | B;
          4'b1010:  
           ALU_Result = A ^ B;
          4'b1011:  
           ALU_Result = ~(A | B);
          4'b1100:  
           ALU_Result = ~(A & B);
          4'b1101:  
           ALU_Result = ~(A ^ B);
          4'b1110:  
           ALU_Result = (A>B)?8'd1:8'd0 ;
          4'b1111:  
            ALU_Result = (A==B)?8'd1:8'd0 ;
          default: ALU_Result = A + B ; 
        endcase
    end
endmodule

===== flow/run.sh =====
#!/bin/bash
# OpenROAD 26Q1-2900-gdf79404cd8, Yosys 0.63+post, stock flow scripts
make -C /OpenROAD-flow-scripts/flow DESIGN_CONFIG=/design/flow/config.mk WORK_HOME=/design/flow/orfs finish

==> flow_summary.yaml <==
# yosys + openroad results
logic_synthesis:
  synth.distinct_cells: 69
  cell_count_in_the_yosys_report: 571
  syn_inst: 571
  synth.yosys.chip_area_um2: 4073
  synth.yosys.warnings: 1
  syn-mean-instance-area_um2: 7.132
  register_area_share_after_synthesis_pct: 0
  syn_area_um2: 4073
job:
  cap_viol_max_count: 0
  warning_count: 53
final_layout:
  stdcell_count: 747
  finished_layout_cell_area_um2: 5104
  logic_area_um2: 3930
  syn2layout_area_growth_pct: 25.31
  clockBufferCount: 0
  regArea_um2: 0
  final_layout_size_suffix_gt1_share_pct: 18.60
  nFlopsAndLatches: 0
  fillCellCount: 689
final_timing:
  fmax_mhz: 62.72
  max-slew-margin-rel_pct: 55.25
  grt_setup_unrepaired: "no"
  min_period_ns: 15.94
  post_route_fraction_of_the_period_consumed_by_the_critical_path_pct: 96.04
  worst-slew-pin-transition_ns: 0.6699
  final-hold-violation-count: 0
  drv_slew: 0
  setup_viol: 0
critical_path:
  worstSetupPathType: "in2out"
  worst_path_max_delay_cell: "clkdlybuf4s50_1"
  critical_path.max_stage_delay_ns: 0.44
  cp_dominant_cell_by_count: "buf_4"
  cp.arrival_ns: 12.62
  critical_path_buf_inv_count: 9
  worst-endpoint-required_ns: 13.28
  startpoint_type: "primary input"
  critical_path.max_fanout: 8
  critPathTopFamily: "AND-OR/OR-AND gates"
  sort_of_element_at_the_end_of_the_critical_path: "output pin"
drt:
  viasPerCell: 6.050
  detailroute.via_count: 4519
  ant_nets: 0
  dr.first_iter.drc_count: 334
  drtPass1Iterations: 7
  route.detailed.wl_per_inst_um: 18.31
  drt-total-wl_um: 13680
  drc_violations: 0
  antenna_cells_inserted: 0
place:
  dp_hpwl_um: 10360
  gp_congestion: 1.028
  placedInstanceArea_um2: 4816
  numPortBuffers: 29
  dp.cells: 732
global_routing:
  grt_first_pass_wirelength_um: 21470
  track_usage_pct: 33.06
  grt_antenna_before_repair: 0
  global_route.overflow_total: 0
  pin_count_of_the_biggest_net_entering_global_routing: 45
  grt_pass1_vias: 4176
floorplan:
  top_level_ports: 29
  dieArea_um2: 8510
  rows: 32
  die.size.y_um: 92.25
  core_region_area_um2: 7807
  fp_util_pct: 52.16
  die_width_um: 92.25
min_path:
  min_path_cells: 7
  timing.hold.worst.start: "B[7]"
  worst_hold_path.endpoint: "ALU_Out[0]"
  hp-class: "in2out"
cts:
  number_of_hold_buffers_added_after_cts: 0
power_and_ir_drop:
  cellLeakagePower_nw: 2.373
  power-per-cell-area_nw_per_um2: 42.36
  worst_ir_drop_vdd_mv: 0.02280
status:
  run_status: "finished clean"
==> synth_stat cells, types with 4 or more instances <==
cell,count,area [um2]
buf_1,4,15.01
ha_1,79,988.5
and2_1,5,31.28
nand2_1,33,123.9
o22ai_1,4,25.02
a21oi_1,43,215.2
or3_1,4,25.02
a21boi_0,4,30.03
o211ai_1,5,37.54
nand2b_1,10,62.56
nor2b_1,7,43.79
nor2_1,64,240.2
a211oi_1,6,45.04
o21ai_0,35,175.2
mux2i_1,7,70.07
clkbuf_1,22,82.58
nor3_1,18,90.09
a21o_1,11,82.58
a32oi_1,4,35.03
fa_1,14,280.3
mux2_2,7,78.83
xnor2_1,33,289.0
o21a_1,9,67.56
nand3_1,9,45.04
xor2_1,8,70.07
inv_1,55,206.5
a22oi_1,6,45.04
==> cell usage in the layout, fill, tap and decap left out, types with 9 or more instances in the layout <==
cell	netlist	routed
ha_1	79	76
nand2b_1	10	10
nor2_1	64	58
a21o_1	11	11
xnor2_1	33	33
nor3_1	18	16
nand2_1	33	33
a21oi_1	43	39
clkdlybuf4s50_1	0	24
inv_1	55	54
fa_1	14	14
o21a_1	9	9
buf_4	0	71
o21ai_0	35	32
==> area by class of cell <==
type / instances / area share (%)
multi-input combinational: 489 / 77.00
timing repair buffer: 100 / 16.38
inverter: 56 / 4.119
tap: 102 / 2.501
==> per-layer routing <==
layer	share of wire, %	up-vias	GRT usage, %	routed length (um)
met2	44	185	51.37	5981
met5	0	-	0	0
met3	7.1	34	3.882	966
met1	45	2106	46.91	6196
li1	-	2194	-	-
met4	3.9	0	13.28	530
==> worst min-delay path: stages <==
cell and delay [ns]:
dlymetal6s2s_1 0.15, buf_4 0.16, inv_1 0.14, ha_1 0.16, o21ai_0 0.12, nand4b_1 0.11, dlymetal6s2s_1 0.09
==> where the power goes <==
group	switching, W	internal [W]
registers	0	0
logic	0.000113	0.000103
clock network	0	0
total	0.000113	0.000103
==> cells by family after synthesis <==
logic type | count (synthesis) | synth area share [%]
multiplexers | 15 | 3.933
buffers and inverters | 83 | 7.680
AND/OR/NAND/NOR | 166 | 19.14
XOR/XNOR | 41 | 8.817
AND-OR/OR-AND | 173 | 29.28
adder cells (fa/ha/maj) | 93 | 31.15
==> repair_timing <==
item / 4_1_cts / 5_1_grt
setup buffers: 3 / 11
endpoints found under the setup margin: 1 / 1
gates resized: 6 / 38
cloned: 1 / 0
pin swaps: 2 / 26
==> worst max-delay path by stage <==
stage                 from    endpoint  slack, ns  cells past startpoint
final                 B[5]  ALU_Out[0]       0.66                     50
after CTS             B[2]  ALU_Out[0]       0.05                     48
after global routing  B[4]  ALU_Out[0]       0.07                     52
==> stage by stage <==
step / setup slack [ns] / TNS [ns] / util [%] / power (W) / hold slack [ns]
6_report: 0.6569 / 0 / 65.37 / 0.0002162 / 7.574
5_1_grt: 0.07117 / 0 / 65.37 / 0.0002397 / 7.663
4_1_cts: 0.04516 / 0 / 62.29 / 0.0002035 / 7.932
3_5_place_dp: -0.2457 / -0.2457 / 61.68 / 0.0001993 / 7.931
3_3_place_gp: 0.01673 / 0 / 61.68 / 0.0001977 / 7.919
2_1_floorplan: 0.5757 / 0 / - / 0.0001358 / 6.859
Power figures rest on the tool's default switching activity, not on a simulated workload.
